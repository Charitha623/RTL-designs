$ cat flow/design.v
`timescale 1ns / 1ps
module carry_skip_adder(a, b, cin, sum, cout);
input [3:0] a,b;
input cin;
output [3:0] sum;
output cout;
wire [3:0] p;
wire c0;
wire bp;
ripple_carry_4_bit rca1 (.a(a[3:0]), .b(b[3:0]), .cin(cin), .sum(sum[3:0]), .cout(c0));
generate_p p1(a,b,p,bp);
mux2X1 m0(.in0(c0),.in1(cin),.sel(bp),.out(cout));
endmodule
module generate_p(a,b,p,bp);
input [3:0] a,b;
output [3:0] p;
output bp;
assign p= a^b; 
assign bp= &p; 
endmodule
module ripple_carry_4_bit(a,b,cin,sum,cout);
input [3:0] a,b;
input cin;
wire c1,c2,c3;
output [3:0] sum;
output cout;
full_adder fa0(.a(a[0]), .b(b[0]),.cin(cin), .sum(sum[0]),.cout(c1));
full_adder fa1(.a(a[1]), .b(b[1]), .cin(c1), .sum(sum[1]),.cout(c2));
full_adder fa2(.a(a[2]), .b(b[2]), .cin(c2), .sum(sum[2]),.cout(c3));
full_adder fa3(.a(a[3]), .b(b[3]), .cin(c3), .sum(sum[3]),.cout(cout));
endmodule
module full_adder(a,b,cin,sum,cout);
output sum,cout;
input a,b,cin;
assign sum= (a^b)^cin;
assign cout = (cin&(a^b))|(a&b);
endmodule
module mux2X1( in0,in1,sel,out);
input in0,in1;
input sel;
output out;
assign out=(sel)?in1:in0;
endmodule
$ cat flow/run.sh
#!/bin/bash
# OpenROAD 26Q1-2900-gdf79404cd8, Yosys 0.63+post, stock flow scripts
make -C /OpenROAD-flow-scripts/flow DESIGN_CONFIG=/design/flow/config.mk WORK_HOME=/design/flow/orfs finish
$ cat flow/config.mk
export PLATFORM = sky130hd
export DESIGN_NAME = carry_skip_adder
export DESIGN_NICKNAME = carry_skip_adder
export VERILOG_FILES = /design/flow/design.v
export SDC_FILE = /design/flow/constraint.sdc
export NUM_CORES = 4
export LEC_CHECK = 1
export CORE_AREA = 10 10 70 70
export DIE_AREA = 0 0 80 80
$ cat flow/constraint.sdc
current_design carry_skip_adder

set clk_period 5.0
set clk_io_pct 0.2

create_clock -name clk0 -period $clk_period

set non_clock_inputs [all_inputs -no_clocks]
set_input_delay [expr $clk_period * $clk_io_pct] -clock clk0 $non_clock_inputs
set_output_delay [expr $clk_period * $clk_io_pct] -clock clk0 [all_outputs]
==> results.json <==
{
  "status": "finished clean",
  "viasPerCell": 1.91,
  "postPlaceCellArea_um2": 363,
  "rows": 21,
  "power_leakage_nw": 0.152,
  "p_total_mw": 0.0316,
  "syn-cell-area_um2": 195,
  "grt_pass1_wl_um": 883,
  "io_pins": 14,
  "slowest_stage": "clkdlybuf4s50_1",
  "dp_hpwl_um": 576,
  "core-area_um2": 3420,
  "syn2layout_area_growth_pct": 85.9,
  "vdd_drop_max_v": 0.00000890,
  "yosys_cells": 19,
  "cts_resized": 0,
  "hold_path.class": "input pin to output pin",
  "drive_gt1_share_pct": 0,
  "ctsHoldBuffers": 0,
  "warnings": 36,
  "instances_no_fill": 75,
  "flop-count": 0,
  "start_kind": "input pin",
  "setup_viol": 0,
  "antenna_found_initial": 0,
  "nFillCells": 404,
  "required_ns": 4.00,
  "die-area_um2": 6400,
  "comb_area_um2": 146,
  "syn_inst": 19,
  "place.gp.congestion": 0.671,
  "final.setup.tns_ns": 0,
  "port-buffer-count": 14,
  "hold_viol": 0,
  "slew_viol_final": 0,
  "ys_area_um2": 195,
  "die_y_um": 80,
  "post_drt_wl_per_cell_um": 7.69,
  "fmax_ghz": 0.214,
  "clkbuf_count": 0,
  "cpLargestDelayFamily": "adder cells",
  "synth.avg_cell_area_um2": 10.3,
  "cp_max_fo": 2,
  "grt_max_degree": 3,
  "pwr_density_cell_nw_per_um2": 87.0,
  "crit_path_max_incr_delay_ns": 0.47,
  "placedCellCount": 75,
  "period_used_pct": 93.3,
  "synth.distinct_cells": 6,
  "routed_wl_um": 577,
  "seqCellArea_um2": 0,
  "yosysSeqAreaShare_pct": 0,
  "drtAntennaViolNets": 0,
  "min_period_ns": 4.66,
  "cts_setup_buffers": 0,
  "crit_arrival_ns": 3.66,
  "critical_path_class": "input pin to output pin",
  "drt_iter0_drc": 0,
  "yosys_warnings": 0,
  "cp_num_buf_inv": 4,
  "overflow": 0,
  "grt_pass1_vias": 168,
  "worst_pin_slew_ns": 0.129,
  "path_cells": "clkdlybuf4s50_1 > fa_1 > fa_1 > fa_1 > inv_1 > fa_1 > inv_1 > clkdlybuf4s50_1",
  "grtUsageTotal_pct": 1.81,
  "cp-end-kind": "output pin",
  "dieWidth_um": 80,
  "via_count": 143,
  "drv_cap": 0,
  "timing.hold.ws_ns": 3.01,
  "max_slew_margin_pct": 91.2,
  "diodes": 0,
  "firstDrtPassIters": 1,
  "design_area_um2": 363,
  "fp_util_pct": 5.71,
  "cpMostUsedCell": "fa_1",
  "rsz0062_at_grt": "false",
  "drc": 0
}
path summary, 6_finish.rpt:
kind,start,to,cells past startpoint
setup / recovery,a[0],sum[3],8
hold / removal,cin,cout,4
cell usage after synthesis:
| cell | instances | area (µm²) |
|---|---|---|
| fa_1 | 4 | 80.1 |
| nand4_1 | 1 | 6.26 |
| ha_1 | 4 | 50.1 |
| buf_4 | 4 | 30.0 |
| mux2i_1 | 1 | 10.0 |
| inv_1 | 5 | 18.8 |
through the flow:
step                util, %  worst slack [ns]
floorplan                 -              1.25
global placement       10.6             0.321
detailed placement     10.6             0.302
CTS                    10.6             0.296
global route           10.6             0.240
finish                 10.6             0.337
routing by layer:
layer | global-route usage [%] | vias to the layer above | wire [µm]
met5 | 0 | - | 0
met4 | 0 | 0 | 0
met3 | 0.568 | 0 | 60
met2 | 3.45 | 7 | 296
met1 | 2.01 | 65 | 221
li1 | - | 71 | -
layout by cell type (no fill, tap or decap), drive strengths merged:
cell,n
ha,4
inv,5
nand4,1
mux2i,1
clkdlybuf4s50,14
fa,4
power by group:
part	total, mW	leakage, nW	internal [mW]	switching [mW]
clock	0	0	0	0
sequential	0	0	0	0
combinational	0.0316	0.152	0.0219	0.00969
final cells by class:
type	instances	share of cell area, %
Multi-Input combinational cell	10	40.3
Timing Repair Buffer	14	38.6
Tap cell	46	15.9
Inverter	5	5.17
cells by family after synthesis:
family,count (synthesis),share of synthesized area [%]
and+or+nand+nor,1,3.21
buffers and inverters,9,25.0
muxes,1,5.13
adders and majority gates,8,66.7
Power figures rest on the tool's default switching activity, not on a simulated workload.
