==> design/flow/design.v <==
module Mux8x1_2x1(a,b,c,d,e,f,g,h,sel,y);
input [3:0] a,b,c,d,e,f,g,h;
input [2:0] sel;
output [3:0] y;
wire [3:0] w1,w2,w3,w4,w5,w6;
 mux2_1 a1(a,b,sel[0],w1);
mux2_1 a2(c,d,sel[0],w2);
mux2_1 a3(e,f,sel[0],w3);
mux2_1 a4(g,h,sel[0],w4);
mux2_1 a5(w1,w2,sel[1],w5);
mux2_1 a6(w3,w4,sel[1],w6);
mux2_1 a7(w5,w6,sel[2],y);
endmodule
module mux2_1(a,b,s,y);
input[3:0] a,b;
output reg[3:0] y;
input s;
always @(*)
begin 
case(s)
1'b0: y=a;
1'b1: y=b;
default: y=4'b0000;
endcase
end
endmodule
==> design/flow/run.sh <==
#!/bin/bash
# OpenROAD 26Q1-2900-gdf79404cd8, Yosys 0.63+post, stock flow scripts
make -C /OpenROAD-flow-scripts/flow DESIGN_CONFIG=/design/flow/config.mk WORK_HOME=/design/flow/orfs finish
==> design/flow/config.mk <==
export PLATFORM = sky130hd
export DESIGN_NAME = Mux8x1_2x1
export DESIGN_NICKNAME = Mux8x1_2x1
export VERILOG_FILES = /design/flow/design.v
export SDC_FILE = /design/flow/constraint.sdc
export NUM_CORES = 4
export LEC_CHECK = 1
export CORE_AREA = 10 10 70 70
export DIE_AREA = 0 0 80 80
==> design/flow/constraint.sdc <==
current_design Mux8x1_2x1

set clk_period 2.5
set clk_io_pct 0.2

create_clock -name clk0 -period $clk_period

set non_clock_inputs [all_inputs -no_clocks]
set_input_delay [expr $clk_period * $clk_io_pct] -clock clk0 $non_clock_inputs
set_output_delay [expr $clk_period * $clk_io_pct] -clock clk0 [all_outputs]
==> job_summary.md <==
## Implementation flow summary

| Metric | Value |
|---|---|
| Run status | `finished, final reports clean` |
| Buffers added on ports | `39` |
| Register area | `0 sq um` |
| DIE HEIGHT | `80 um` |
| Final slew viol count | `0` |
| Flip-flops | `0` |
| Via density | `3.17` |
| Basic Gates by Area | `0%` |
| Crit path capture type | `output pin` |
| XOR-XNOR Cells, Area Fraction | `0%` |
| RSZ-0062 raised after global routing | `yes` |
| Logic family by area | `multiplexers` |
| M1 GR Usage | `4.55%` |
| Post-Syn Area | `270 sq um` |
| Wire per inst | `about 15 um` |
| Area Growth Syn to Fin | `180%` |
| Antenna Cells | `0` |
| Layout clock buffers | `0` |
| Fp util | `7.91%` |
| Total number of vias | `326` |
| Hold WC Path Type | `primary input to output pin` |
| Yosys warns | `1` |
| Final Util | `22.1%` |
| GRT Total Usage | `~4.6%` |
| Total global routing overflow | `0` |
| Final Hold Fails | `0` |
| Initial antenna violation count | `0` |
| Cycle use final | `99.6%` |
| Leakage | `0.292 nW` |
| Hold-fix buffers at CTS | `0` |
| Fmax | `0.402 GHz` |
| Met3 Usage GRT | `0%` |
| Initial DRC Count | `7` |
| Die width | `about 80 um` |
| Largest net degree at the start of global routing | `8` |
| WP data required | `2.00 ns` |
| Critical path class | `primary input to output pin` |
| DRC violations left | `0` |
| Post-DRT Antenna Nets | `0` |
| First-pass iteration count of the detailed router | `2` |
| Adder Area Share | `0%` |
| Mapped Cells | `14` |
| Yosys Chip Area | `about 270 sq um` |
| Top Usage Layer GRT | `met2` |
| Io pins | `39` |
| Layout cell share with drive strength beyond 1 | `28.1%` |
| Multiplexer share | `94.4%` |
| Max-cap violations | `0` |
| Area share, top type | `77.8%` |
| Dominant logic cell type in the layout | `clkdlybuf4s50_1` |
| First-pass GRT wire length | `2360 um` |
| P per Cell Area | `approximately 150 nW/um^2` |
| Critical path fanouts, max | `5` |
| Worst slew pin tran | `0.245 ns` |
| Endpoints failing setup | `0` |
| Synth Area per Inst | `19.3 sq um` |
| Element type at the critical path start | `primary input` |
| Core ar. | `3420 sq um` |
| Final WL | `1540 um` |
| Slew Limit Headroom | `between 80% and 90%` |
| Top cells excl fill/tap | `33 x clkdlybuf4s50_1, 5 x mux4_2, 4 x dlygate4sd2_1` |
| Vias in the first global route | `414` |
| Tool Warnings | `34` |
| RD Place Congestion | `approximately 0.73` |
| Max IR drop VDD | `28.0 uV` |
| Synth Seq Share | `0%` |
| Chip area | `~6400 sq um` |
| Fill count | `368` |
| Leading area contributor after synthesis | `mux4_1` |
| Tmin final | `2.49 ns` |
| Yosys cell types | `4` |
| Compound Share, Synth | `0%` |
| # Cells Yosys | `14` |
| Grt met2 use | `10.6%` |
| Place WS | `-0.413 ns` |
| Num rows | `21` |
| PnR worst setup slack | `0.00988 ns` |
| Data arrival, critical path | `about 2.0 ns` |
| Top area cell types | `mux4_1 78%, mux2_2 17%, buf_6 4.2%, clkbuf_1 1.4%` |
[worst max-delay path, cell delays in order]
cell and delay, ns:
clkdlybuf4s15_2 0.20, buf_12 0.12, buf_6 0.11, mux4_1 0.53, mux2_4 0.28, dlygate4sd2_1 0.25
[report_power, final]
part / switching [mW] / internal (mW)
clock: 0 / 0
sequential: 0 / 0
combinational: 0.0245 / 0.0921
[metal layers]
layer,wire (um),share of wire [%]
met1,475,31
met2,1060,69
met3,0,0
met4,0,0
met5,0,0
[timing repair]
| action | in CTS | in global routing |
|---|---|---|
| buffers inserted | 3 | 1 |
| resized | 15 | 2 |
| setup endpoints to repair | 4 | 2 |
[cell usage after synthesis]
cell type / instances
buf_6: 1
clkbuf_1: 1
mux2_2: 4
mux4_1: 8
[final cells by class]
| cell class | instances | area, sq um | area share, % |
|---|---|---|---|
| Timing Repair Buffer | 45 | 454 | 60.1 |
| Tap cell | 46 | 57.6 | 7.62 |
| Multi-Input combinational cell | 12 | 244 | 32.3 |
[worst paths after layout]
| check | slack (ns) | to | cells past startpoint | startpoint |
|---|---|---|---|---|
| setup / recovery | 0.01 | y[0] | 6 | sel[0] |
| hold / removal | 1.71 | y[2] | 5 | sel[2] |
[through the flow]
stage	TNS (ns)	hold slack, ns	std cells	instance area [sq um]	power, mW
2_1_floorplan	0	1.11	14	270	0.0326
5_1_grt	-0.0555	1.75	103	756	0.124
4_1_cts	-0.0241	1.86	102	742	0.115
3_3_place_gp	-1.58	2.25	99	731	0.112
3_5_place_dp	-1.58	2.25	99	731	0.111
6_report	0	1.71	103	756	0.117
[cell families after synthesis]
logic type	Yosys count
buf+inv	2
mux	12
Power and IR drop assume default switching activity.
