### config.mk
export PLATFORM = sky130hd
export DESIGN_NAME = Mux8x1_4x1
export DESIGN_NICKNAME = Mux8x1_4x1
export VERILOG_FILES = /design/flow/design.v
export SDC_FILE = /design/flow/constraint.sdc
export NUM_CORES = 4
export LEC_CHECK = 1
export CORE_AREA = 10 10 70 70
export DIE_AREA = 0 0 80 80
### constraint.sdc
current_design Mux8x1_4x1

set clk_period 1.2
set clk_io_pct 0.2

create_clock -name clk0 -period $clk_period

set non_clock_inputs [all_inputs -no_clocks]
set_input_delay [expr $clk_period * $clk_io_pct] -clock clk0 $non_clock_inputs
set_output_delay [expr $clk_period * $clk_io_pct] -clock clk0 [all_outputs]
### design.v
`timescale 1ns / 1ps
module Mux8x1_4x1(a,b,c,d,e,f,g,h,sel,y);
input[3:0] a,b,c,d,e,f,g,h;
input[2:0] sel;
output[3:0] y;
wire[3:0] w1,w2;
Mux a1(a,b,c,d,sel[0],sel[1],w1);
Mux a2(e,f,g,h,sel[0],sel[1],w2);
Mux a3(w1,w2,4'b0000,4'b0000,1'b0,sel[2],y);
endmodule
module Mux(a,b,c,d,s0,s1,y);
input[3:0] a,b,c,d;
input s0,s1;
output reg[3:0] y;
always @(*)
begin
case({s0,s1})
2'b00: y=a;
2'b01: y=b;
2'b10: y=c;
2'b11: y=d;
default: y=0;
endcase
end
endmodule
### run.sh
#!/bin/bash
# OpenROAD 26Q1-2900-gdf79404cd8, Yosys 0.63+post, stock flow scripts
make -C /OpenROAD-flow-scripts/flow DESIGN_CONFIG=/design/flow/config.mk WORK_HOME=/design/flow/orfs finish
==> Slide: Implementation Results <==
Flow Results at a Glance

Drt
  • Total iterations of the first detailed-routing run: 1
  • Vias per Instance: between 3 and 4
  • DR iter-0 viols: 0
  • Total wire length: about 1400 µm
  • DR WL/cell: 13.86 µm
  • Via count: 316
  • Diodes inserted: 0
  • # DRC: 0
  • Antenna Nets Post-Route: 0

Global routing
  • First-pass GRT wire length: 2111 µm
  • Total grt overflow: 0
  • Largest net degree at the start of global routing: 7
  • Vias in the first global route: ~380
  • Gr usage total: under 10%
  • Antenna violations before repair: 0

Critical path
  • Crit path DAT: 1.30 ns
  • CP Class: in2out
  • Critical Path RT: 0.96 ns
  • Max incr delay on CP: between 0.4 and 0.5 ns
  • CP Capture Type: output port
  • Worst Setup SP: b[0]
  • Slowest cell on crit path: mux4_2
  • CP max FO: 1
  • Critical Path Start Type: input pin
  • Crit-path cells: dlygate4sd2_1 > mux4_2 > mux2_4 > buf_6

Timing
  • Slew HR: 80.49%
  • Final setup fails: 4
  • Min Clock Period, post-route: ~1.5 ns
  • Cycle use final: 128.5%
  • Fin Hold WS: 0.9831 ns
  • TNS Setup: -1.258 ns
  • Peak Freq: 648.4 MHz
  • Worst Setup Slack, final: -0.3423 ns
  • Worst Max-Slew Pin Slew: 0.2926 ns
  • Slew Limit Fails: 0
  • Final hold viol count: 0
  • RSZ-0062 raised after global routing: true

Floorplan
  • FP Rows: 21
  • Die Span X: 80 µm
  • FP Core Util: 7.912%
  • Core ar.: 3416 µm²
  • Die area: 6400 µm²
  • Die H: roughly 80 µm
  • IO Pins: 39

Layout
  • FF+latch area: 0 µm²
  • FF+latch count: 0
  • CLK BUF: 0
  • P&R area growth vs syn: 154.6%
  • Layout Utilization: 20.15%
  • Final Instance Area: 688.2 µm²
  • Share of cells above drive strength 1: between 50 and 60%

Power
  • VDD IR max: 0.1063 mV
  • P_leak: between 0.3 and 0.4 nW
  • Total power: about 0.22 mW
  • Power per Cell Area: 325.1 nW/µm²

Yosys
  • # Cells Yosys: 14
  • Synthesized area: about 270 µm²
  • Post-Syn Area per Cell: 19.30 µm²
  • Top cell area share: 77.78%
  • Cell Type Count: 4
  • Top cells by area: mux4_1, mux2_2, buf_6
  • Sequential area share after synthesis: 0%
  • Yosys top cell by area: mux4_1
  • Most frequent cell after synthesis: mux4_1
  • Ys Warns: 1
  • YS chip area: 270.3 µm²
  • Cells after Synth: 14
  • Synth cell count leaders: mux4_1, mux2_2, buf_6, clkbuf_1

Worst hold path
  • Hold WC Path Type: in2out
  • Min-delay src: a[3]

Placement
  • Placement Cell Area: 708.2 µm²
  • Routability Congestion: 0.8049
  • I/O Buffers: 39

CTS
  • # hold bufs at CTS: 0

Run status
  • Status: finished, violations left
  • Failing checks: setup timing

Job
  • Max-cap violations: 0
  • Tool warnings: 35
[layer usage]
metal  global-route usage, %  vias up  wire length (µm)
met5                       0        -                 0
met4                       0        0                 0
met3                   2.500        0               227
met2                   6.260       27               559
met1                   5.488      139               613
li1                        -      150                 -
[through the flow]
step | cells | setup slack (ns)
2_1_floorplan | 14 | -0.1070
3_3_place_gp | 100 | -1.123
3_5_place_dp | 100 | -1.140
4_1_cts | 102 | -0.4342
5_1_grt | 101 | -0.3770
6_report | 101 | -0.3423
[report_power, final]
| group | internal, mW | switching, mW | total, mW |
|---|---|---|---|
| combinational | 0.172 | 0.0516 | 0.224 |
| sequential | 0 | 0 | 0 |
| clock | 0 | 0 | 0 |
| total | 0.172 | 0.0516 | 0.224 |
[worst paths after layout]
path	endpoint	slack, ns	cells past startpoint
worst max-delay path	y[0]	-0.34	4
worst min-delay path	y[3]	0.98	4
[placed cells by master, fill, tap and decap left out]
master	netlist	final
buf_6	1	6
mux2_4	0	4
clkdlybuf4s15_1	0	9
clkbuf_2	0	9
dlygate4sd2_1	0	16
mux4_2	0	8
buf_4	0	1
buf_12	0	2
[timing repair]
item,4_1_cts,5_1_grt
setup endpoints to repair,4,4
buffers inserted,2,0
endpoints found under the hold margin,0,0
resized,69,22
[area by class of cell]
| class | instances | area [µm²] |
|---|---|---|
| multi-input cells | 12 | 240.2 |
| well taps | 46 | 57.56 |
| fillers | 384 | 2728 |
| repair buffers | 43 | 390.4 |
[cell families (layout without fill, tap and decap cells)]
group | after synthesis | after routing | share of synthesized area (%)
buffers and inverters | 2 | 43 | 5.554
muxes | 12 | 12 | 94.44
[critical path: cells and delay by family]
| family | cells | cell delay (ns) |
|---|---|---|
| buffers and inverters | 2 | 0.33 |
| muxes | 2 | 0.72 |
Power figures rest on the tool's default switching activity, not on a simulated workload.
